[flow/config.mk]
export PLATFORM = sky130hd
export DESIGN_NAME = btn_toggle
export DESIGN_NICKNAME = btn_toggle
export VERILOG_FILES = /design/flow/design.v
export SDC_FILE = /design/flow/constraint.sdc
export NUM_CORES = 4
export LEC_CHECK = 1
export CORE_AREA = 10 10 84 84
export DIE_AREA = 0 0 94 94
[flow/constraint.sdc]
current_design btn_toggle

set clk_period 3.8
set clk_io_pct 0.2

create_clock -name clk0 -period $clk_period [get_ports {clk}]

set non_clock_inputs [all_inputs -no_clocks]
set_input_delay [expr $clk_period * $clk_io_pct] -clock clk0 $non_clock_inputs
set_output_delay [expr $clk_period * $clk_io_pct] -clock clk0 [all_outputs]
[flow/design.v]
module btn_toggle #(
  parameter DEBOUNCE_CNT = 270000   
)
  (
    input clk,
    input btn,
    input reset,
    output reg out
  );
  reg btn_ff1;
  reg btn_ff2;
  reg btn_stable;
  reg btn_n1;
  reg [$clog2(DEBOUNCE_CNT)-1:0] count; 
  always @(posedge clk) begin
    btn_ff1 <= btn;
    btn_ff2 <= btn_ff1;
  end
  always @(posedge clk) begin
    if(reset) begin
      btn_stable <=0;
      count <=0;
    end else if(btn_ff2 == btn_stable) begin
      count <= 0;
    end else begin
      if(count == (DEBOUNCE_CNT -1)) begin
        btn_stable <= btn_ff2;
        count <= 0;
      end else begin
        count <= count + 1 ;
      end
    end
  end
  always @(posedge clk) begin
    if(reset) begin 
      out <=0;
      btn_n1 <=0;
    end else if(btn_stable && ~btn_n1) begin
      out <= ~out;
    end 
      btn_n1 <= btn_stable;    
  end         
endmodule
[flow/run.sh]
#!/bin/bash
# OpenROAD 26Q1-2900-gdf79404cd8, Yosys 0.63+post, stock flow scripts
make -C /OpenROAD-flow-scripts/flow DESIGN_CONFIG=/design/flow/config.mk WORK_HOME=/design/flow/orfs finish
==> tab_implementation.tex <==
% Implementation results table
\begin{tabular}{lr}
\hline
Metric & Value \\
\hline
\multicolumn{2}{l}{\textbf{Route}} \\
Wire length after detailed routing & 1.78 mm \\
WL per Instance & 9.62 µm \\
DRC violation count after routing & 0 \\
Vias per std cell & 3.97 \\
Antenna viol nets, final & 0 \\
Number of antenna diodes & 0 \\
DRT Pass-1 Iters & 4 \\
Number of vias after detailed routing & 734 \\
Detailed Route Iter0 Violations & 29 \\
\multicolumn{2}{l}{\textbf{Clock tree}} \\
Worst-Skew Late Latency & 0.26 ns \\
Total clock buffers created by CTS & 3 \\
\# hold bufs at CTS & 0 \\
TritonCTS clock tree & done \\
Clock tree root buffer cell & clkbuf\_8 \\
Cts repair resizes & 0 \\
Longest Clk Path Bufs & 2 \\
Post-CTS setup buffer count & 0 \\
TritonCTS Sinks & 24 \\
H-Tree Depth & 1 \\
Clock slew seen by the registers of the worst setup and hold paths & 0.08 ns \\
\multicolumn{2}{l}{\textbf{Worst setup path}} \\
Crit path max-delay family & buffers and inverters \\
Data required time at the worst endpoint & 3.04 ns \\
CP Launch Type & flip-flop \\
Category of the worst setup path capture point & output port \\
Crit path kind & reg -> out \\
Register-to-register path setup slack & 2.08 ns \\
Slowest CP cell & clkdlybuf4s50\_1 \\
Delay of the slowest critical-path stage & 0.48 ns \\
Number of buffer and inverter stages on the critical path & 1 \\
CP Cell Sequence & clkdlybuf4s50\_1 \\
Top fanout value on the critical path & 2 \\
Cells on worst reg2reg path & 5 \\
Reg-to-reg critical path endpoint & count[17] \\
RR Startpoint & count[0] \\
Crit path DAT & 1.09 ns \\
\multicolumn{2}{l}{\textbf{GRT}} \\
Vias in the first global route & 683 \\
Global-route wire length before repair & 3.13 mm \\
Antenna violations before repair & 0 \\
Busiest layer in global routing & met2 \\
Global routing met3 resource utilization & 1.45\% \\
Maximum number of pins on one net before global-route repair & 18 \\
Sum of overflow across all layers after global routing & 0 \\
Met1 Resource Use GR & 5.99\% \\
M2 GR Usage & 6.34\% \\
Total GRT Usage & 4.28\% \\
\multicolumn{2}{l}{\textbf{Hold path}} \\
Worst hold path depth & 0 \\
Endpoint of the worst hold path & btn\_ff2 \\
Min-Delay Startpoint & btn\_ff1 \\
Tightest Hold Check Type & reg -> reg \\
\multicolumn{2}{l}{\textbf{Final timing}} \\
Number of pins exceeding their max-slew limit in the final report & 0 \\
Number of failing hold endpoints at the final stage & 0 \\
Actual transition at the worst max-transition pin & 0.433 ns \\
Worst max-slew margin expressed relative to the limit & 71.0\% \\
Layout Skew & 0.00123 ns \\
Total of endpoints with negative setup slack in the final report & 0 \\
RSZ-0062 raised after global routing & no \\
Total negative slack & 0 ns \\
Period utilization & 48.6\% \\
Time the final worst path needs with I/O delays and setup & 1.85 ns \\
Highest Clock Rate & 542 MHz \\
\multicolumn{2}{l}{\textbf{Floorplan}} \\
Floorplan die width & 94 µm \\
Number of primary I/O pins & 4 \\
Y dimension of the die & 94 µm \\
Area enclosed by the die boundary & 8840 µm² \\
Site row count & 26 \\
Init Core Util & 20.4\% \\
Floorplan core area & 5200 µm² \\
\multicolumn{2}{l}{\textbf{Pwr}} \\
Switching portion of total power & 19.8\% \\
Switching Power & 80.9 µW \\
Leakage power figure & 0.000383 µW \\
Peak supply drop & 0.146 mV \\
Power Density & 338 nW/µm² \\
Sequential fraction of design power & 62.3\% \\
Share of total power in the clock network & 35.6\% \\
Comb power frac & 2.2\% \\
Internal power & 328 µW \\
\multicolumn{2}{l}{\textbf{Layout}} \\
Synthesis-to-finish area growth & 13.9\% \\
Sequential cell area & 480 µm² \\
Fill cell total of the finished layout & 582 \\
Final design instance area without fill & 1210 µm² \\
Multi-input combinational cell area & 551 µm² \\
Share of layout cells above drive strength 1 & 7.83\% \\
\multicolumn{2}{l}{\textbf{Yosys}} \\
Area share of the leading cell type in the synthesized netlist & 45.3\% \\
Cell types occupying the most area after synthesis & dfxtp\_1, xnor2\_1, nor2\_1, nand4\_4, nor3\_1 \\
Portion of the post-synthesis area used by sequential elements & 45.3\% \\
Proportion of register bits with asynchronous set or reset after synthesis & 0\% \\
Dominant register cell in the synthesized netlist & dfxtp\_1 \\
Library cell occupying the most area in the post-synthesis netlist & dfxtp\_1 \\
Cells after Synth & 110 \\
Cell count listed in synth\_stat.txt & 110 \\
Flop and latch count out of synthesis & 24 \\
Cell with the most instances after synthesis & dfxtp\_1 \\
YS chip area & 1060 µm² \\
Commonest cells in the synthesized netlist & dfxtp\_1, nor2\_1, xnor2\_1, nor3\_1 \\
Yosys warning tally & 1 \\
Cell area after synthesis & 1060 µm² \\
Number of synthesized flops with an enable pin & 0 \\
Average footprint of a synthesized cell & 9.65 µm² \\
Number of library cell types mapped by synthesis & 26 \\
\multicolumn{2}{l}{\textbf{Placed design}} \\
Placed cell areas & 1170 µm² \\
Routability congestion estimate & 0.775 \\
Half-perimeter wire length of the detailed placement result & 1.26 mm \\
IO buf count & 3 \\
\multicolumn{2}{l}{\textbf{Run}} \\
Number of max-cap violations & 0 \\
Number of warnings the tools reported & 25 \\
\multicolumn{2}{l}{\textbf{Status}} \\
Result of the run & complete, no violations \\
\hline
\end{tabular}
-- worst reg2reg max path, stage by stage, from the launching register on --
cell	delay (ns)
dfxtp_1	0.36
ha_1	0.23
and3_1	0.24
nand4_2	0.16
o21ai_4	0.42
o21ba_2	0.22
-- layout make-up --
| cell class | count | share of cell area [%] |
|---|---|---|
| Clock buffer | 3 | 3.42 |
| Timing Repair Buffer | 3 | 2.48 |
| Tap cell | 70 | 7.25 |
| Multi-Input combinational cell | 80 | 45.5 |
| Sequential cell | 24 | 39.8 |
| Inverter | 5 | 1.55 |
-- per-stage QoR --
stage	setup WS [ns]	power, µW	cells	hold slack [ns]	util [%]
6_report	1.95	409	185	0.331	23.2
3_5_place_dp	1.80	270	182	0.316	22.4
4_1_cts	1.93	416	185	0.339	23.2
5_1_grt	1.88	425	185	0.346	23.2
2_1_floorplan	2.39	267	110	0.310	-
3_3_place_gp	1.82	269	182	0.311	22.4
-- power groups by stage --
stage,logic [µW],registers (µW),clock network [µW]
4_1_cts,9.09,255,152
5_1_grt,10.3,255,160
6_report,8.86,255,145
-- state kept, by name, indices dropped and copies added (netlist names) --
| signal | cells |
|---|---|
| btn_ff1 | 1 |
| btn_ff2 | 1 |
| btn_n1 | 1 |
| out | 1 |
| count | 19 |
| btn_stable | 1 |
-- how the worst max path moves through the flow --
stage     from  endpoint  cells past startpoint
4_1_cts    out       out                      1
6_report   out       out                      1
5_1_grt    out       out                      1
-- placed cells by master (no fill, tap or decap), drive strengths merged --
cell,netlist,routed
a31oi,1,1
and3,1,1
and4,2,2
and4b,1,1
clkbuf,0,3
clkdlybuf4s50,0,3
dfxtp,24,24
ha,1,1
inv,5,5
nand2,4,4
nand3,5,5
nand4,6,6
nor2,21,21
nor2b,2,2
nor3,7,7
nor3b,1,1
nor4,6,6
o21ai,2,2
o21ba,1,1
o221ai,1,1
o41ai,1,1
xnor2,14,14
xor2,3,3
-- metal layers --
layer  up-vias  share of wire, %  wire [µm]
met5         -                 0          0
li1        397                 -          -
met4         0               1.7         30
met1       329                52        933
met2         6                43        757
met3         2               3.3         58
-- cell families after synthesis --
family,count (synthesis),synth area share (%)
AND/OR/NAND/NOR,56,31.5
flip-flops,24,45.3
XOR/XNOR,17,14.0
AND-OR/OR-AND,6,5.19
buffers and inverters,6,2.83
adder cells (fa/ha/maj),1,1.18
Power and IR drop assume default switching activity.
