==> flow/design.v <==
module RAM #(
    parameter WIDTH = 16,
    parameter DEPTH = 15          
)(
    input  wire                 clk,
    input  wire                 load,
    input  wire [DEPTH-1:0] address,
    input  wire [WIDTH-1:0]     in,
    output wire [WIDTH-1:0]     out
);
    reg [WIDTH-1:0] mem [0:DEPTH-1];
    always @(posedge clk) begin
        if (load) begin
            mem[address] <= in;
        end
    end
    assign out = mem[address];
endmodule
==> flow/run.sh <==
#!/bin/bash
# OpenROAD 26Q1-2900-gdf79404cd8, Yosys 0.63+post, stock flow scripts
make -C /OpenROAD-flow-scripts/flow DESIGN_CONFIG=/design/flow/config.mk WORK_HOME=/design/flow/orfs finish
==> flow/config.mk <==
export PLATFORM = sky130hd
export DESIGN_NAME = RAM
export DESIGN_NICKNAME = RAM
export VERILOG_FILES = /design/flow/design.v
export SDC_FILE = /design/flow/constraint.sdc
export NUM_CORES = 4
export LEC_CHECK = 1
export CORE_UTILIZATION = 30
==> flow/constraint.sdc <==
current_design RAM

set clk_period 4.5
set clk_io_pct 0.2

create_clock -name clk0 -period $clk_period [get_ports {clk}]

set non_clock_inputs [all_inputs -no_clocks]
set_input_delay [expr $clk_period * $clk_io_pct] -clock clk0 $non_clock_inputs
set_output_delay [expr $clk_period * $clk_io_pct] -clock clk0 [all_outputs]
==> results.yml <==
# yosys + openroad results
floorplanning:
  row_count: 63
  die_x_um: 177.7
  core_area_sq_mm: 0.03003
  dieHeight_um: 177.7
  ioPinCount: 49
  fp_util_pct: 30.83
  chipArea_sq_mm: 0.03157
finish:
  syn2layout_area_growth_pct: 19.02
  final_core_util_pct: 36.70
  regMostFlops: "mem"
  drive_above_1_share_pct: 20.87
  reg_top3: "mem x240"
  final_cells: 898
  largest_register_ffs: 240
clock_tree:
  h-tree-depth: 1
  cts-hold-fix-buffers: 0
  cts_tree: "built"
  cts_resized: 0
  cts-root-buf: "clkbuf_16"
  postCtsSetupBuffers: 0
  cts_buffer_depth: 3
  cts_made_buffers: 24
  cts.sinks: 240
  clk_pin_slew_ns: 0.06
power_and_ir_drop:
  p_seq_share_pct: 53.2
  ir_worst_vdd_mv: 0.2268
  internal_power_mw: 3.819
  leakagePower_nw: 3.580
  pwr-share-clk_pct: 41.4
  p_switching_mw: 0.9095
  switching_share_pct: 19.24
  power.density_mw_per_mm2: 429.0
  pwr-share-comb_pct: 5.4
drt:
  vias_per_cell: 4.734
  routed-via-count: 4251
  wl_met1_mm: 6.221
  wire_per_inst_um: 20.04
  highest_layer: "met4"
  post-route-drc-count: 0
  ant_nets: 0
  first_pass_iters: 4
  wl_met2_mm: 9.419
  first_iter_violations: 286
  totalWireLength_mm: 18.00
  antennaDiodeCount: 0
  dr_wl_met3_mm: 2.067
place:
  io_buffer_count: 37
  pre_cts_slack_ns: 0.3488
  dp_hpwl_mm: 11.25
  gp_congestion: 0.8144
  placed_cells: 854
timing:
  fin_setup_tns_ns: 0
  relSlewSlack_pct: 41.61
  hold_viol: 0
  fmax_mhz: 242.9
  worst_pin_slew_ns: 0.8712
  period_used_pct: 91.48
  final_max_slew_viol_count: 0
  final-setup-viol-count: 0
  layout_setup_ws_ns: 0.3835
  rsz0062_at_grt: "no"
  min_period_ns: 4.116
global_route:
  grt-ovfl-total: 0
  grt_pass1_wl_mm: 26.81
  grt_util_all_layers_pct: 12.49
  antenna_found_initial: 0
  grt_max_degree: 43
  first_global_vias: 4641
synthesis:
  ys_cells: 419
  ys_seq_share_pct: 77.83
  syn_area_per_cell_sq_um: 22.10
  syn_area_sq_mm: 0.009260
  ys_ff: 240
  synthCells: 419
  yosysWarnings: 1
  ys_types: 23
  synth_chip_area_sq_mm: 0.009260
worst_setup_path:
  crit_path_end: "out[11]"
  worstPathArrival_ns: 3.22
  critPathLaunchType: "primary input"
  startpoint: "address[0]"
  worstPathRequired_ns: 3.60
  end_kind: "primary output"
  crit_fanout: 38
  criticalPathCategory: "in -> out"
job:
  maxCapViolCount: 0
  tool_warnings: 36
min_path:
  hp-class: "in -> reg"
status:
  status: "finished clean"
cell usage after synthesis, drive strengths merged:
master	count	area (sq um)
clkbuf	13	48.80
nor3	4	20.02
o21ai	16	80.08
nor2	12	45.04
or3b	1	8.760
mux2i	16	160.2
a22o	16	140.1
nand3b	1	7.510
nand2	19	71.32
a221o	16	160.2
and2	1	6.260
buf	12	120.1
nand2b	2	12.51
edfxtp	240	7207
nor2b	2	12.51
mux4	48	1160
placed cells by master (no fill, tap or decap), drive strengths merged:
| master | count |
|---|---|
| or3b | 1 |
| nand2b | 2 |
| a221o | 16 |
| nor3 | 4 |
| clkbuf | 29 |
| clkinvlp | 1 |
| o21ai | 16 |
| nand3b | 1 |
| bufinv | 3 |
| buf | 35 |
| mux4 | 48 |
| mux2i | 16 |
| clkdlybuf4s50 | 35 |
| and2 | 1 |
| nor2b | 2 |
| a22o | 16 |
| clkinv | 11 |
| nor2 | 12 |
| nand2 | 19 |
| edfxtp | 240 |
stage by stage:
step                hold WS [ns]  area (sq um)  total power [mW]
CTS                        1.281         11020             4.777
finish                     1.287         11020             4.728
global placement           1.752         10230             2.815
global route               1.351         11020             4.876
floorplan                 0.9989          9260             2.698
detailed placement         1.814         10230             2.824
metal layers:
layer,track usage [%],vias to the layer above
met2,21.58,177
met1,13.62,2131
met5,0,-
met3,7.177,21
li1,-,1922
met4,1.852,0
area by class of cell:
type | count | area (sq um)
clock buffers | 29 | 640.6
flip-flops and latches | 240 | 7207
well taps | 390 | 488.0
fillers | 2647 | 19010
multi-input cells | 154 | 1912
clock inverters | 15 | 151.4
repair buffers | 70 | 623.1
worst min path at each step:
stage                                   to  startpoint  cells after the start  slack, ns
after CTS             mem[12][4]$_DFFE_PP_       in[4]                      1       1.28
after global routing  mem[5][12]$_DFFE_PP_      in[12]                      1       1.35
final                  mem[0][4]$_DFFE_PP_       in[4]                      1       1.29
worst max-delay path, cell delays in order:
cell and delay, ns:
buf_4 0.54, buf_4 0.30, mux4_1 0.56, a22o_1 0.20
a221o_1 0.26, clkdlybuf4s50_1 0.40
kinds of logic (layout without fill, tap and decap cells):
family | Yosys count | in the layout | synth area share [%]
buf+inv | 25 | 114 | 1.824
flops | 240 | 240 | 77.83
simple gates | 42 | 42 | 1.986
mux | 64 | 64 | 14.25
compound gates | 48 | 48 | 4.108
power groups by stage:
stage	Combinational (mW)	Sequential [mW]	Clock, mW
final	0.255	2.52	1.96
after global routing	0.280	2.52	2.08
after CTS	0.262	2.52	2.00
Power and IR drop assume default switching activity.
