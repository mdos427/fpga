File: flow/run.sh
#!/bin/bash
# OpenROAD 26Q1-2900-gdf79404cd8, Yosys 0.63+post, stock flow scripts
make -C /OpenROAD-flow-scripts/flow DESIGN_CONFIG=/design/flow/config.mk WORK_HOME=/design/flow/orfs finish
File: flow/config.mk
export PLATFORM = sky130hd
export DESIGN_NAME = alu
export DESIGN_NICKNAME = alu
export VERILOG_FILES = /design/flow/design.v
export SDC_FILE = /design/flow/constraint.sdc
export NUM_CORES = 4
export LEC_CHECK = 1
export CORE_UTILIZATION = 30
File: flow/constraint.sdc
current_design alu

set clk_period 11.5
set clk_io_pct 0.2

create_clock -name clk0 -period $clk_period

set non_clock_inputs [all_inputs -no_clocks]
set_input_delay [expr $clk_period * $clk_io_pct] -clock clk0 $non_clock_inputs
set_output_delay [expr $clk_period * $clk_io_pct] -clock clk0 [all_outputs]
File: flow/design.v
module alu
  (
    input [15:0] x,
    input [15:0] y,
    input nx,  
    input ny,
    input zx,  
    input zy,
    input f,  
    input no,  
    output wire [15:0] out,
    output wire zr,
    output wire ng
  );
  wire [15:0] xin;
  wire [15:0] yin;
  assign xin = (nx ? ~(zx ? 16'h0: x): (zx ? 16'h0: x));
  assign yin = (ny ? ~(zy ? 16'h0: y): (zy ? 16'h0: y));
  assign out = (no ? ~(f ? (xin + yin ) : (xin & yin )) : (f ? (xin + yin ) : (xin & yin )));
  assign zr = (out  == 16'h0000);
  assign ng = out[15];
endmodule
==> summary.rpt <==
FLOW METRICS REPORT
----------------------------------------------------
[Status]
  Outcome ........................ completed

[Global route]
  Overall global routing resource usage ........................ 14.0%
  Global-route layer with the greatest usage ........................ met1
  Global-route track usage on met3 ........................ 0.807%
  Met2 layer usage reported by global route ........................ 19.7%
  Via count of the first global-routing pass ........................ 1580
  Maximum number of pins on one net before global-route repair ........................ 24
  GRT met1 Usage ........................ 23.9%
  Number of antenna violations at the first check in global routing ........................ 0
  Global-route wire length before repair ........................ 7340 um
  Remaining global-route overflow ........................ 0

[Worst setup path]
  Worst path required time ........................ 9.20 ns
  Type of the worst setup path ........................ input port to output pin
  Highest cell delay on the worst timing path ........................ 0.61 ns
  Setup crit end kind ........................ output pin
  Critical path cell sequence ........................ clkdlybuf4s50_1, nand2b_1, xnor2_1, ha_1, fa_1, a21o_1, a211oi_2, a311o_2, mux2i_1, a211oi_2, xnor2_1, or4_1, nor4_2, clkdlybuf4s50_1
  Signal arrival time at the worst endpoint ........................ 6.29 ns
  Gate family responsible for the most delay along the worst path ........................ buffers and inverters
  Nature of the critical path startpoint ........................ input port
  Buf/Inv on CP ........................ 2
  Critical Path Fanout Max ........................ 16
  Highest-delay cell along the critical path ........................ sky130_fd_sc_hd__clkdlybuf4s50_1

[Synthesis]
  Sequential area share after synthesis ........................ 0%
  Yosys chip area ........................ 1830 sq um
  Post-synth area hogs ........................ sky130_fd_sc_hd__xnor2_1 (25%), sky130_fd_sc_hd__nand2b_1 (12%), sky130_fd_sc_hd__ha_1 (11%), sky130_fd_sc_hd__mux2i_1 (4.4%), sky130_fd_sc_hd__a21oi_1 (2.5%)
  Post-Syn Area per Cell ........................ 7.45 sq um
  Number of warning messages in the yosys log ........................ 0
  Area fraction of the dominant cell type after synthesis ........................ 24.9%
  Ys cells ........................ 246
  Cell area after synthesis ........................ 1830 sq um
  Yosys top cell by area ........................ sky130_fd_sc_hd__xnor2_1
  Instance tally after logic synthesis ........................ 246
  Number of distinct library cells after synthesis ........................ 49

[Die]
  Count of pins on the block boundary ........................ 56
  Chip width ........................ 80.1 um
  Core footprint ........................ 5920 sq um
  Height of the die ........................ 80.1 um
  Area enclosed by the die boundary ........................ 6420 sq um
  Number of core rows ........................ 28
  Fp util ........................ 30.9%

[Finish]
  FF+latch count ........................ 0
  Area Growth Syn to Fin ........................ 33.1%
  # clk buffers ........................ 0
  FF/Latch Area ........................ 0 sq um
  Number of non-filler instances in the completed layout ........................ 366
  Share of final-layout standard cells stronger than drive strength 1 ........................ 5.15%

[Place]
  Post-placement setup slack ........................ 2.86 ns
  Count of port buffers added during placement ........................ 56
  RD Place Congestion ........................ 0.810
  Hpwl dp ........................ 3720 um
  Placed insts ........................ 366

[Timing]
  Relative slew slack ........................ 48.7%
  RSZ-0062 raised after global routing ........................ no
  Setup total negative slack ........................ 0 ns
  Final cycle utilization of the critical path ........................ 74.7%
  Number of endpoints with negative hold slack in the final report ........................ 0
  Final setup margin ........................ 2.91 ns
  Count of pins over their slew limit ........................ 0
  Min Clock Period, post-route ........................ 8.59 ns
  Setup violation total in the final timing report ........................ 0
  Worst hold margin ........................ 5.90 ns
  Slew @ Worst Pin ........................ 0.766 ns
  Peak Freq ........................ 116 MHz

[Detailed routing]
  Number of antenna diodes ........................ 0
  Post-DRT Antenna Nets ........................ 0
  Routed length per placed instance ........................ 11.7 um
  Routed via count ........................ 1776
  Aggregate routed wire length ........................ 4280 um
  Detailed Routing Iterations Pass 1 ........................ 4
  Count of routing violations after the opening detailed-route iteration ........................ 111
  Remaining routing DRC violations ........................ 0
  Vias per inst ........................ 4.85

[Clock tree]
  Number of setup buffers added after CTS ........................ 0
  Number of hold buffers added after cts ........................ 0
  Post-cts sizing count ........................ 0

[Power and ir drop]
  Leakage power total ........................ 0.893 nW
  Pwr dens ........................ 81.0 nW/um^2
  Peak supply drop ........................ 0.0000362 V

[Job]
  Log Warnings ........................ 32
  MaxCap Viol Count ........................ 0

[Hold path]
  Type of the tightest min-delay check ........................ input port to output pin

----------------------------------------------------
worst paths after layout:
kind	endpoint	depth (start not counted)	startpoint	slack [ns]
worst max-delay path	zr	14	zx	2.91
worst min-delay path	out[9]	5	f	5.90
report_power, final:
part	switching [W]	internal [W]	leakage, nW
registers	0	0	0
clock network	0	0	0
logic	0.0000888	0.000109	0.893
through the flow:
stage               total power [W]  utilization (%)  instance area [sq um]
floorplan                  0.000131                -                   1830
global placement           0.000198             41.2                   2440
detailed placement         0.000198             41.2                   2440
CTS                        0.000199             41.2                   2440
global route               0.000221             41.2                   2440
finish                     0.000198             41.2                   2440
metal layers:
layer / vias to the layer above / part of all wire, %
met5: - / 0
met4: 0 / 0
met3: 0 / 3.8
met2: 49 / 38
met1: 760 / 58
li1: 967 / -
cells in the final DEF (no fill, tap or decap), types with 3 or more instances in the layout:
cell type and instances:
sky130_fd_sc_hd__a31oi_1 5, sky130_fd_sc_hd__clkdlybuf4s50_1 56, sky130_fd_sc_hd__nand4_1 3, sky130_fd_sc_hd__and3_1 3, sky130_fd_sc_hd__ha_1 16, sky130_fd_sc_hd__a211oi_1 4
sky130_fd_sc_hd__a21oi_1 9, sky130_fd_sc_hd__mux2i_1 8, sky130_fd_sc_hd__a21o_1 6, sky130_fd_sc_hd__xnor2_1 52, sky130_fd_sc_hd__nor2_1 9, sky130_fd_sc_hd__nand2b_1 36
sky130_fd_sc_hd__nand2_1 10, sky130_fd_sc_hd__buf_4 3, sky130_fd_sc_hd__nand3_1 6, sky130_fd_sc_hd__o211ai_1 6, sky130_fd_sc_hd__nor2b_1 3, sky130_fd_sc_hd__inv_1 8
sky130_fd_sc_hd__and2_1 5, sky130_fd_sc_hd__o21ai_0 7, sky130_fd_sc_hd__o2bb2ai_1 3
worst min-delay path, stage by stage:
cell and delay (ns):
sky130_fd_sc_hd__clkdlybuf4s50_1 0.40, sky130_fd_sc_hd__buf_4 0.22, sky130_fd_sc_hd__a31oi_1 0.19, sky130_fd_sc_hd__xnor2_1 0.09, sky130_fd_sc_hd__clkdlybuf4s50_1 0.40
layout make-up:
class	instances	area, sq um
multi-input cells	223	1730
well taps	75	93.8
repair buffers	59	583
inverters	9	33.8
fillers	625	3480
synth_stat cells, drive strengths merged:
| cell | instances |
|---|---|
| or4 | 2 |
| o21bai | 1 |
| ha | 16 |
| or3 | 1 |
| a211oi | 6 |
| nor2 | 9 |
| and3 | 4 |
| nor2b | 3 |
| mux2 | 1 |
| nand3b | 2 |
| nor3 | 2 |
| mux2i | 9 |
| a31oi | 6 |
| a2111oi | 2 |
| a22oi | 1 |
| buf | 8 |
| o2111ai | 1 |
| a311oi | 1 |
| and4 | 1 |
| o21a | 2 |
| o21ai | 7 |
| a211o | 2 |
| o211ai | 6 |
| a311o | 1 |
| and2 | 5 |
| a21boi | 1 |
| nor3b | 2 |
| nand3 | 6 |
| clkbuf | 6 |
| inv | 9 |
| nand2 | 10 |
| a21o | 6 |
| nor4 | 3 |
| nand4 | 3 |
| nand2b | 36 |
| fa | 1 |
| a21oi | 9 |
| xnor2 | 52 |
| o2bb2ai | 3 |
cells by family after synthesis:
kind of cell,Yosys count,synth area share [%]
compound gates,55,23.3
buf+inv,23,5.67
simple gates,89,28.4
xor+xnor,52,24.9
mux,10,5.74
fa+ha+maj,17,12.0
Power and IR drop assume default switching activity.
